File: flow/design.v
module add(
    input  wire        clk,
    input  wire        rst,
    input  wire [16:0] a, 
    input  wire [16:0] b, 
    output reg  [17:0] result
);
always @(*) begin
    if (rst) begin
        result <= 18'b0;
    end else begin
        result <= {{2{a[16]}}, a} + {{2{b[16]}}, b};
    end
end
endmodule
module subtract(
    input  wire        clk,
    input  wire        rst,
    input  wire [16:0] a, 
    input  wire [16:0] b,
    output reg  [17:0] result
);
wire [17:0] a_ext, b_ext, b_neg;
assign a_ext = {{2{a[16]}}, a};
assign b_ext = {{2{b[16]}}, b};
assign b_neg = ~b_ext + 18'b1; 
always @(*) begin
    if (rst) begin
        result <= 18'b0;
    end else begin
        result <= a_ext + b_neg; 
    end
end
endmodule
module mul(
    input  wire        clk,
    input  wire        rst,
    input  wire [16:0] a, 
    input  wire [16:0] b,
    output reg  [33:0] result
);
always @(*) begin
    if (rst) begin
        result <= 34'b0;
    end else begin
        result <= {{17{a[16]}}, a} * {{17{b[16]}}, b};
    end
end
endmodule
File: flow/run.sh
#!/bin/bash
# OpenROAD 26Q1-2900-gdf79404cd8, Yosys 0.63+post, stock flow scripts
make -C /OpenROAD-flow-scripts/flow DESIGN_CONFIG=/design/flow/config.mk WORK_HOME=/design/flow/orfs finish
File: flow/config.mk
export PLATFORM = sky130hd
export DESIGN_NAME = add
export DESIGN_NICKNAME = add
export VERILOG_FILES = /design/flow/design.v
export SDC_FILE = /design/flow/constraint.sdc
export NUM_CORES = 4
export LEC_CHECK = 1
export CORE_AREA = 10 10 83 83
export DIE_AREA = 0 0 93 93
File: flow/constraint.sdc
current_design add

set clk_period 19.8
set clk_io_pct 0.2

create_clock -name clk0 -period $clk_period

set non_clock_inputs [all_inputs -no_clocks]
set_input_delay [expr $clk_period * $clk_io_pct] -clock clk0 $non_clock_inputs
set_output_delay [expr $clk_period * $clk_io_pct] -clock clk0 [all_outputs]
==> qor.json <==
{
  "die_h": {"value": 93, "unit": "µm"},
  "post-cts-setup-buffers": {"value": 0},
  "groute.usage.overall": {"value": 0.0695},
  "critPathArrivalTime": {"value": 6600, "unit": "ps"},
  "total_leakage_power": {"value": 0.000638, "unit": "µW"},
  "remaining_drc_errors": {"value": 0},
  "setup.worst_path.end_class": {"value": "primary output"},
  "yosys.area.top_type": {"value": "sky130_fd_sc_hd__ha_1"},
  "cp_common_cell": {"value": "sky130_fd_sc_hd__clkdlybuf4s50_1"},
  "design.core.area": {"value": 5140, "unit": "µm²"},
  "critical_path_cell_count": {"value": 10},
  "yosys.cell_types.count": {"value": 38},
  "global_route_wire_length_before_repair": {"value": 5.18, "unit": "mm"},
  "critPathTopFamily": {"value": "buffers and inverters"},
  "area_growth": {"value": 62.1, "unit": "%"},
  "cp_slowest_cell": {"value": "sky130_fd_sc_hd__clkdlybuf4s50_1"},
  "openroad.warnings": {"value": 33},
  "post_route_cells_drive_above_1_share": {"value": 0.0495},
  "yosys-stat-area": {"value": 976, "unit": "µm²"},
  "mostFrequentLayoutCell": {"value": "sky130_fd_sc_hd__clkdlybuf4s50_1"},
  "status": {"value": "finished, final reports clean"},
  "final_max_slew_viol_count": {"value": 0},
  "cp-startpoint": {"value": "a[0]"},
  "ff_latch_area": {"value": 0, "unit": "µm²"},
  "hp-class": {"value": "in -> out"},
  "flops": {"value": 0},
  "overflow": {"value": 0},
  "placement.io_buffers": {"value": 53},
  "avgViaCountPerCell": {"value": 4.38},
  "fp.dieArea": {"value": 8650, "unit": "µm²"},
  "initial_antenna_violation_count": {"value": 0},
  "peakVddDrop": {"value": 0.0124, "unit": "mV"},
  "yosys_warnings": {"value": 1},
  "avgSynthCellArea": {"value": 7.34, "unit": "µm²"},
  "critical_path_peak_fanout": {"value": 3},
  "pin_slew_with_the_least_headroom_to_its_limit": {"value": 344, "unit": "ps"},
  "power_density": {"value": 28.4, "unit": "nW/µm²"},
  "rows": {"value": 26},
  "post_cts.resized_instances": {"value": 0},
  "initial_utilization": {"value": 0.190},
  "synth_cells": {"value": 133},
  "final_cell_mix": {"value": "sky130_fd_sc_hd__clkdlybuf4s50_1, sky130_fd_sc_hd__nor2_1, sky130_fd_sc_hd__ha_1"},
  "timing.critical_path.buf_inv": {"value": 3},
  "finalHoldViolCount": {"value": 0},
  "setup-tns-final": {"value": 0, "unit": "ps"},
  "gp_congestion": {"value": 0.820},
  "crit_end": {"value": "result[16]"},
  "final.period_utilization": {"value": 0.533},
  "drt-pass1-iter-count": {"value": 4},
  "detail_route.wl_per_cell": {"value": 12.3, "unit": "µm"},
  "yosys_cells": {"value": 133},
  "cts-hold-fix-buffers": {"value": 0},
  "util_after_layout": {"value": 0.308},
  "final_period_minus_worst_setup_slack": {"value": 10560, "unit": "ps"},
  "worst-endpoint-required": {"value": 15840, "unit": "ps"},
  "die_width": {"value": 93, "unit": "µm"},
  "floorplan.io_pins": {"value": 54},
  "dp_hpwl": {"value": 2.69, "unit": "mm"},
  "cap_violations": {"value": 0},
  "criticalPathCategory": {"value": "in -> out"},
  "antenna_violating_nets_left": {"value": 0},
  "max_stage_delay": {"value": 460, "unit": "ps"},
  "synth.top_cell.area_share": {"value": 0.218},
  "setup_viol": {"value": 0},
  "fillers": {"value": 592},
  "route.vias.total": {"value": 1103},
  "timing.critical_path.from_type": {"value": "input pin"},
  "grt_max_degree": {"value": 26},
  "wl": {"value": 3.10, "unit": "mm"},
  "n_antenna_cell": {"value": 0},
  "netlist_area": {"value": 976, "unit": "µm²"},
  "synth-seq-area-share": {"value": 0},
  "n_clock_buffer": {"value": 0},
  "detailedRoute.firstIterationViolations": {"value": 38},
  "timing_limited_maximum_frequency": {"value": 94.7, "unit": "MHz"},
  "synth.top_cells.by_area": {"value": "sky130_fd_sc_hd__ha_1, sky130_fd_sc_hd__nor2_1, sky130_fd_sc_hd__mux2_1"},
  "setup_repair_after_global_routing_missed_its_margin": {"value": "false"},
  "worst_slew_margin_rel": {"value": 0.770},
  "first_global_vias": {"value": 1114},
  "timing.critical_path.cells": {"value": "clkdlybuf4s50_1 -> ha_1 -> inv_1 -> fa_1 -> nand2b_1 -> a21o_1 -> a211oi_2 -> o21ai_1 -> mux2_1 -> clkdlybuf4s50_1"}
}
==> worst min path at each step <==
| stage | from | endpoint | slack (ps) | cells after the start |
|---|---|---|---|---|
| after CTS | b[1] | result[1] | 9030 | 5 |
| after global routing | b[16] | result[17] | 9090 | 4 |
| final | a[1] | result[1] | 9030 | 5 |
==> power breakdown <==
group	internal (µW)	total, µW	switching, µW
logic	26.4	44.8	18.4
registers	0	0	0
clock network	0	0	0
==> through the flow <==
stage | instance area (µm²) | hold slack [ps] | setup WS [ps] | instances | power [µW]
finish | 1580 | 9030 | 9240 | 252 | 44.8
global route | 1580 | 9090 | 9080 | 252 | 50.6
CTS | 1580 | 9030 | 9210 | 252 | 45.6
detailed placement | 1580 | 9030 | 9220 | 252 | 45.3
global placement | 1580 | 9010 | 9230 | 252 | 45.3
floorplan | 976 | 8060 | 10320 | 133 | 24.3
==> logic make-up (layout without fill, tap and decap cells) <==
logic type / Yosys count / count (layout) / share of synthesized area
and+or+nand+nor: 49 / 49 / 0.259
AOI/OAI and AO/OA: 43 / 43 / 0.326
adders and majority gates: 18 / 18 / 0.238
buffers and inverters: 9 / 58 / 0.0359
xor gates and xnor gates: 8 / 8 / 0.0718
muxes: 6 / 6 / 0.0692
==> cell usage after synthesis, types with 2 or more instances <==
cell type	count
sky130_fd_sc_hd__a211oi_2	2
sky130_fd_sc_hd__nor2_1	18
sky130_fd_sc_hd__xor2_1	5
sky130_fd_sc_hd__and2_1	2
sky130_fd_sc_hd__o21ai_1	4
sky130_fd_sc_hd__a31oi_1	3
sky130_fd_sc_hd__a21boi_0	2
sky130_fd_sc_hd__o21ai_0	2
sky130_fd_sc_hd__ha_1	17
sky130_fd_sc_hd__xnor2_1	3
sky130_fd_sc_hd__nor2b_1	7
sky130_fd_sc_hd__inv_1	4
sky130_fd_sc_hd__nand4_1	5
sky130_fd_sc_hd__a21oi_1	11
sky130_fd_sc_hd__mux2_1	6
sky130_fd_sc_hd__nand2_1	6
sky130_fd_sc_hd__clkbuf_1	4
sky130_fd_sc_hd__nand2b_1	4
sky130_fd_sc_hd__a21o_1	7
sky130_fd_sc_hd__o211ai_2	2
sky130_fd_sc_hd__o21bai_1	2
==> final cells by class <==
class / instances / area [µm²] / area share
well taps: 70 / 87.6 / 0.0554
multi-input cells: 124 / 941 / 0.595
inverters: 4 / 15.0 / 0.00949
repair buffers: 54 / 538 / 0.340
==> routing by layer <==
metal | part of all wire | global-route usage | wire, µm
met1 | 0.51 | 0.0953 | 1580
met2 | 0.42 | 0.114 | 1320
met3 | 0.067 | 0.0178 | 207
met4 | 0 | 0 | 0
met5 | 0 | 0 | 0
No activity file was given, so power comes from the tool's default toggle rates.
